===== design/flow/config.mk =====
export PLATFORM = sky130hd
export DESIGN_NAME = std_sram_64d128x_1a1wb1r
export DESIGN_NICKNAME = std_sram_64d128x_1a1wb1r
export VERILOG_FILES = /design/flow/design.v
export SDC_FILE = /design/flow/constraint.sdc
export NUM_CORES = 4
export LEC_CHECK = 1
export CORE_UTILIZATION = 50
export SYNTH_MEMORY_MAX_BITS = 65536

===== design/flow/run.sh =====
#!/bin/bash
# OpenROAD 26Q1-2900-gdf79404cd8, Yosys 0.63+post, stock flow scripts
make -C /OpenROAD-flow-scripts/flow DESIGN_CONFIG=/design/flow/config.mk WORK_HOME=/design/flow/orfs finish

===== design/flow/constraint.sdc =====
current_design std_sram_64d128x_1a1wb1r

set clk_period 105.2
set clk_io_pct 0.2

create_clock -name clk0 -period $clk_period [get_ports {clk}]

set non_clock_inputs [all_inputs -no_clocks]
set_input_delay [expr $clk_period * $clk_io_pct] -clock clk0 $non_clock_inputs
set_output_delay [expr $clk_period * $clk_io_pct] -clock clk0 [all_outputs]

===== design/flow/design.v =====
module S011HD1P_X32Y2D128_BW (
    Q,
    CLK,
    CEN, 
    WEN, 
    BWEN, 
    A, 
    D
);
    parameter Bits = 128;
    parameter Word_Depth = 64;
    parameter Add_Width = 6;
    parameter Wen_Width = 128;
    output reg [Bits-1:0] Q;
    input                 CLK;
    input                 CEN;
    input                 WEN;
    input [Wen_Width-1:0] BWEN;
    input [Add_Width-1:0] A;
    input [Bits-1:0]      D;
    wire cen  = ~CEN;
    wire wen  = ~WEN;
    wire [Wen_Width-1:0] bwen = ~BWEN;
    reg [Bits-1:0] ram [0:Word_Depth-1];
    always @(posedge CLK) begin
        if(cen && wen) begin
            ram[A] <= (D & bwen) | (ram[A] & ~bwen);
        end
        Q <= cen && !wen ? ram[A] : {4{$random}};
    end
endmodule
module std_sram_64d128x_1a1wb1r (
    input   wire                clk,
    input   wire[5:0]           addr,
    input   wire                en,
    input   wire                we,
    input   wire[127:0]         bwe,
    input   wire[127:0]         din,
    output  wire[127:0]         dout
);
    S011HD1P_X32Y2D128_BW S011HD1P_X32Y2D128_BW_INST_WRAPPED (
        .CLK(clk),
        .CEN(~en),
        .WEN(~we),
        .BWEN(~bwe),
        .A(addr),
        .D(din),
        .Q(dout)
    );
endmodule

==> flow_summary.yaml <==
# flow metrics
outcome:
  status: "complete, no violations"
yosys:
  yosysChipArea_mm2: 0.3137
  synthXorXnorAreaFrac_pct: 0
  area_leaders: "edfxtp_1 (78%), a22oi_1 (5.3%), a221oi_1 (2.4%)"
  ys_seq_share_pct: 79.23
  top_area_cell: "edfxtp_1"
  synth_cell_types: 76
  yosysTopAreaCellShare_pct: 78.42
  synth_warnings: 3
  ff_type: "edfxtp_1"
  async_flop_share_pct: 0
  ys_top_logic_family: "AND-OR/OR-AND gates"
  syn-cell-area_mm2: 0.3137
  mux_area_share_pct: 3.464
  ys_cells: 17700
  synthAdderAreaFrac_pct: 0
  edf_count: 8192
  ys_ff: 8320
  syn_inst: 17700
  synth-simple-area-share_pct: 3.194
  avgSynthCellArea_um2: 17.73
  synthAoiAreaFrac_pct: 12.06
power:
  leakage_nw: 111.9
  p_per_area_mw_per_mm2: 19.61
  ir_drop_v: 0.00002174
detailed_routing:
  drt_iter0_drc: 14880
  vias: 187600
  viasPerCell: 6.813
  firstDrtPassIters: 7
  wl_per_cell_um: 39.08
  drc: 0
  totalWireLength_um: 1076000
  ant_nets: 0
timing:
  slew_violations: 0
  period_used_pct: 25.16
  worst_pin_slew_ns: 1.197
  hold_violations: 0
  fin_setup_tns_ns: 0
  post-route-min-period_ns: 26.47
  finClkSkew_ns: 0.06933
  slew_headroom_pct: 19.94
  rsz0062_at_grt: "no"
  setup_violations: 0
  hold_slack_ns: 0.7668
  max_freq_mhz: 37.78
global_routing:
  grt_pass1_vias: 195100
  grt_max_degree: 97
  track_usage_pct: 37.85
  antenna_found_initial: 40
  grt_overflow: 0
  grt_pass1_wl_um: 1489000
clock_network:
  cts_setup_buffers: 0
  htreeDepth: 6
  postCtsHoldBufs: 0
  cts.reportedPaths.clkPinSlew_ns: 0.06
  cts_buffers: 823
  tritoncts: "done"
  cts_resized: 0
  worstSkewPairLatency_ns: 1.20
  cts-root-buf: "clkbuf_16"
  clkSinkCount: 8320
  clockBufferDepth: 4
run:
  drv_cap: 0
  tool_warnings: 26
finish:
  drive_gt1_share_pct: 14.81
  final_util_pct: 57.37
  lay_top_count: "edfxtp_1"
  lay_top_cells: "edfxtp_1 (8,192), a22oi_1 (2,225), o22ai_1 (1,077)"
  syn2layout_area_growth_pct: 14.20
  finish.instance_area_mm2: 0.3583
  stdcell_count: 27540
floorplan:
  initCoreUtil_pct: 50.24
  boundaryPins: 393
  num_rows: 290
  dieHeight_um: 794.1
  die_area_mm2: 0.6306
  die_w_um: 794.1
  core_area_mm2: 0.6245
placement:
  placement.io_buffers: 392
  hpwl_um: 594300
  place_inst: 25960
  routabilityCongestion: 0.8988
  place_area_mm2: 0.3322
setup_path:
  worstPathMaxFanout: 64
  crit_chain: "buf_16 > buf_4 > buf_4 > buf_4 > buf_4 > buf_4 > buf_4 > buf_4 > mux2_2 > a22oi_1 > o21ai_0 > a2111oi_1 > buf_4 > a31oi_4 > buf_4"
  cp_top_family: "buffers and inverters"
  start_kind: "primary input"
  timing.critical_path.mode_cell: "buf_4"
  cp.required_ns: 106.03
  crit_path_end_kind: "flop"
  worst_path_largest_cell_delay_ns: 0.67
  cp_slowest_cell: "buf_4"
  worstPathArrival_ns: 27.30
  path_buffers: 10
  path_class: "in2reg"
min_path:
  min_path_type: "reg2reg"
==> synthesized netlist by cell type (all sizes together), types with 57 or more instances <==
master and n:
a2111oi 71, a21oi 190, a221oi 864, a22oi 2225, a31oi 65, a32oi 112
and3 230, and3b 117, and4 57, buf 531, clkbuf 892, dfxtp 128
edfxtp 8192, inv 125, mux2 400, mux2i 595, nand2 92, nor2 217
nor3 359, nor3b 121, nor4 185, o2111ai 59, o21ai 360, o221ai 72
o22ai 1077
==> per-layer routing <==
layer	up-vias	part of all wire [%]	GRT usage, %
li1	76260	-	-
met3	3177	20	32.22
met4	111	6.1	16.91
met2	15960	44	50.94
met1	92110	29	43.89
met5	-	0.38	5.112
==> flip-flops by register name, indices dropped and copies added, names as in the netlist <==
| register | count |
|---|---|
| S011HD1P_X32Y2D128_BW_INST_WRAPPED.ram | 8192 |
| S011HD1P_X32Y2D128_BW_INST_WRAPPED.Q | 128 |
==> cells by family after synthesis <==
logic type	Yosys count
simple gates	1656
flops	8320
mux	1013
compound gates	5160
buf+inv	1548
==> per-stage QoR <==
stage	worst slack [ns]	total power [W]
global route	78.45	0.007192
global placement	77.62	0.004234
floorplan	76.76	0.004044
CTS	78.82	0.007037
finish	78.73	0.007025
detailed placement	77.66	0.004239
==> report_power, final <==
group	leakage [nW]	internal (W)	switching [W]	total [W]
combinational	24.5	0.000112	0.000328	0.000440
sequential	74.7	0.00374	0.00000326	0.00374
clock	12.7	0.00159	0.00126	0.00285
total	112	0.00544	0.00159	0.00703
==> tightest hold or removal path, delay by kind of cell, from the launching register on <==
kind           cells  cell delay (ns)
flip-flops         1             0.32
AND-OR/OR-AND      4             0.41
==> final timing paths <==
| path | from | to | slack [ns] | depth (start not counted) |
|---|---|---|---|---|
| worst max-delay path | addr[2] | S011HD1P_X32Y2D128_BW_INST_WRAPPED.ram[36][24] | 78.73 | 15 |
| worst min-delay path | S011HD1P_X32Y2D128_BW_INST_WRAPPED.ram[32][120] | S011HD1P_X32Y2D128_BW_INST_WRAPPED.Q[120] | 0.77 | 4 |
| worst max register to register | S011HD1P_X32Y2D128_BW_INST_WRAPPED.ram[29][1] | S011HD1P_X32Y2D128_BW_INST_WRAPPED.ram[6][1] | 101.72 | 7 |
| worst min register to register | S011HD1P_X32Y2D128_BW_INST_WRAPPED.ram[32][120] | S011HD1P_X32Y2D128_BW_INST_WRAPPED.Q[120] | 0.77 | 4 |
==> cell type report <==
cell class / instances / area (um2)
fillers: 45480 / 266200
flip-flops and latches: 8320 / 248600
multi-input cells: 7829 / 61190
clock buffers: 1071 / 21930
repair buffers: 1364 / 11560
well taps: 8322 / 10410
clock inverters: 451 / 3986
inverters: 125 / 491.7
diodes: 56 / 140.1
No activity file was given, so power comes from the tool's default toggle rates.
