==> flow/constraint.sdc <==
current_design common_vpaddr

set clk_period 1.9
set clk_io_pct 0.2

create_clock -name clk0 -period $clk_period

set non_clock_inputs [all_inputs -no_clocks]
set_input_delay [expr $clk_period * $clk_io_pct] -clock clk0 $non_clock_inputs
set_output_delay [expr $clk_period * $clk_io_pct] -clock clk0 [all_outputs]
==> flow/run.sh <==
#!/bin/bash
# OpenROAD 26Q1-2900-gdf79404cd8, Yosys 0.63+post, stock flow scripts
make -C /OpenROAD-flow-scripts/flow DESIGN_CONFIG=/design/flow/config.mk WORK_HOME=/design/flow/orfs finish
==> flow/design.v <==
module common_vpaddr (
    input   wire[63:0]          vaddr,
    output  wire[31:0]          paddr,
    output  wire                attribute_mmio,
    output  wire                attribute_uncached,
    output  wire                exception_no_access
);
    wire seg0, seg1, seg2;
    assign seg0 = ~vaddr[31];
    assign seg1 =  vaddr[31] & ~vaddr[30];
    assign seg2 =  vaddr[31] &  vaddr[30];
    assign paddr[29:0]  = vaddr[29:0];
    assign paddr[31:30] = (seg1 | seg2) ? 2'b10 : vaddr[31:30];
    assign attribute_mmio     = seg0;
    assign attribute_uncached = seg0 | seg1;
    assign exception_no_access = | {vaddr[63:32]};
endmodule
==> flow/config.mk <==
export PLATFORM = sky130hd
export DESIGN_NAME = common_vpaddr
export DESIGN_NICKNAME = common_vpaddr
export VERILOG_FILES = /design/flow/design.v
export SDC_FILE = /design/flow/constraint.sdc
export NUM_CORES = 4
export LEC_CHECK = 1
export CORE_AREA = 10 10 70 70
export DIE_AREA = 0 0 80 80
==> flow_summary.toml <==
# physical design summary
[outcome]
status = "complete, no violations"

[worst_setup_path]
crit_fanout = 1
max_stage_delay_ps = 410
crit_slowest_cell = "clkdlybuf4s50_1"
arrival_ps = 1450
worst_ep_required_time_ps = 1520
critPathBufInv = 2
critPathLaunchType = "primary input"
crit_chain = "clkdlybuf4s50_1 -> nor4_2 -> nand4_1 -> or2_1 -> buf_2"
crit_family = "buffers and inverters"
end_kind = "output pin"
crit_type = "in -> out"

[timing]
worst_hold_slack_ps = 760
fmax_mhz = 548
final-setup-viol-count = 0
worst_slack_ps = 74.7
tightest_slew_ps = 256
min_period_ps = 1830
slew_viol_final = 0
finalHoldViolCount = 0
finalClockPeriodUsage_pct = 96.1
slew_headroom_pct = 82.8

[routing]
drt_pass1_iterations = 3
ant_nets = 0
wire_per_inst_um = 13.4
wl_mm = 1.35
drcViolationCount = 0
drtIter0Drc = 1
via_per_inst = 3.33
vias = 336

[layout]
comb_area_um2 = 116
clock_buffers = 0
drive_gt1_share_pct = 13.2
seq_area_um2 = 0
seq_cell_count = 0
area_growth_pct = 78.3
fillers = 385

[synth]
synth.top_cell.area_share_pct = 70.9
yosys.cell_types.count = 9
top_area_cell = "buf_4"
ys_area_um2 = 318
yosysCellCount = 45
synthCells = 45
syn-cell-area_um2 = 318
synthMostInstantiatedCell = "buf_4"
synth-warning-count = 0
syn_area_per_cell_um2 = 7.06
common_cells = "buf_4 (30), nor4_1 (7), nand4_1 (2)"
ys_seq_share_pct = 0
ys_top_cells_by_area = "buf_4 (71%), nor4_1 (14%), nand4_1 (3.9%)"

[die]
core_um2 = 3420
dieArea_um2 = 6400
rows = 21
die_x_um = 80
ios = 99
initCoreUtil_pct = 9.30
die_h_um = 80

[power]
leakagePower_nw = 0.264
power_density_nw_per_um2 = 133
ir_drop_mv = 0.0305

[placed_design]
gp_congestion = 0.918
place_ws_ps = -415
io_buffers = 39
hpwl_mm = 1.18

[run]
warnings = 32
maxCapViolCount = 0

[global_routing]
grt_max_degree = 5
grt_usage_pct = 3.67
grt_pass1_vias = 368
grt_antenna_before_repair = 2
gr-total-overflow = 0
grt_pass1_wl_mm = 1.93

[cts]
cts.hold.buffers_added = 0
cts_setup_buffers = 0

[worst_hold_path]
hp-class = "in -> out"
[report_power, final]
part | leakage, nW | internal, mW | switching (mW) | total, mW
clock | 0.0000127 | 0.000000141 | 0 | 0.000000141
combinational | 0.264 | 0.0566 | 0.0189 | 0.0755
sequential | 0 | 0 | 0 | 0
total | 0.264 | 0.0566 | 0.0189 | 0.0755
[layer usage]
metal | track usage, % | vias to the layer above | share of wire (%)
li1 | - | 143 | -
met1 | 4.28 | 137 | 42
met2 | 4.25 | 42 | 34
met3 | 3.86 | 14 | 20
met4 | 1.23 | 0 | 2.8
met5 | 0 | - | 0
[kinds of logic (layout without fill, tap and decap cells)]
| group | count (synthesis) | after routing | share of synthesized area (%) |
|---|---|---|---|
| AND/OR/NAND/NOR | 13 | 13 | 26.8 |
| other | 0 | 2 | 0 |
| buffers and inverters | 32 | 40 | 73.2 |
[area by class of cell]
| type | count | share of cell area (%) |
|---|---|---|
| repair buffers | 39 | 67.8 |
| multi-input cells | 13 | 20.5 |
| inverters | 1 | 0.662 |
| well taps | 46 | 10.2 |
| diodes | 2 | 0.883 |
[placed cells by master (no fill, tap or decap), drive strengths merged]
master / Yosys / routed
nor2b: 1 / 1
dlygate4sd2: 0 / 17
nand4: 2 / 2
inv: 1 / 1
clkdlybuf4s50: 0 / 13
diode: 0 / 2
dlymetal6s2s: 0 / 8
buf: 30 / 1
nor4: 8 / 8
nand2: 1 / 1
or2: 1 / 1
[final timing paths]
| kind | start | depth (start not counted) | slack, ps | to |
|---|---|---|---|---|
| worst max-delay path | vaddr[49] | 5 | 70 | exception_no_access |
| worst min-delay path | vaddr[10] | 0 | 760 | paddr[10] |
[metrics by stage]
step	setup TNS (ps)	cells	util (%)	area (um^2)	power (mW)
floorplan	0	45	-	318	0.0421
global placement	-416	99	15.7	537	0.0854
detailed placement	-415	99	15.7	537	0.0859
CTS	0	99	15.9	542	0.0792
global route	-6.60	101	16.6	567	0.0818
finish	0	101	16.6	567	0.0755
[repair_timing]
item | in CTS | in global routing
endpoints found under the setup margin | 1 | 1
resized | 26 | 8
gates cloned | 0 | 0
pin swaps | 10 | 7
Power is estimated from default activity; no workload was simulated.
