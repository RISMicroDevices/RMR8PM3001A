### run.sh
#!/bin/bash
# OpenROAD 26Q1-2900-gdf79404cd8, Yosys 0.63+post, stock flow scripts
make -C /OpenROAD-flow-scripts/flow DESIGN_CONFIG=/design/flow/config.mk WORK_HOME=/design/flow/orfs finish
### design.v
module S011HD1P_X32Y2D128 (
    Q,
    CLK,
    CEN,
    WEN,
    A,
    D
);
    parameter Bits = 128;
    parameter Word_Depth = 64;
    parameter Add_Width = 6;
    output  reg [Bits-1:0]      Q;
    input                       CLK;
    input                       CEN;
    input                       WEN;
    input   [Add_Width-1:0]     A;
    input   [Bits-1:0]          D;
    reg [Bits-1:0] ram [0:Word_Depth-1];
    always @(posedge CLK) begin
        if (!CEN && !WEN) begin
            ram[A] <= D;
        end
        Q <= !CEN && WEN ? ram[A] : {4{$random}};
    end
endmodule
module std_sram_64d128x_1a1w1r (
    input   wire                clk,
    input   wire[5:0]           addr,
    input   wire                en,
    input   wire                we,
    input   wire[127:0]         din,
    output  wire[127:0]         dout
);
    S011HD1P_X32Y2D128 S011HD1P_X32Y2D128_INST_WRAPPED (
        .CLK(clk),
        .CEN(~en),
        .WEN(~we),
        .A(addr),
        .D(din),
        .Q(dout)
    );
endmodule
### constraint.sdc
current_design std_sram_64d128x_1a1w1r

set clk_period 105.8
set clk_io_pct 0.2

create_clock -name clk0 -period $clk_period [get_ports {clk}]

set non_clock_inputs [all_inputs -no_clocks]
set_input_delay [expr $clk_period * $clk_io_pct] -clock clk0 $non_clock_inputs
set_output_delay [expr $clk_period * $clk_io_pct] -clock clk0 [all_outputs]
### config.mk
export PLATFORM = sky130hd
export DESIGN_NAME = std_sram_64d128x_1a1w1r
export DESIGN_NICKNAME = std_sram_64d128x_1a1w1r
export VERILOG_FILES = /design/flow/design.v
export SDC_FILE = /design/flow/constraint.sdc
export NUM_CORES = 4
export LEC_CHECK = 1
export CORE_UTILIZATION = 50
export SYNTH_MEMORY_MAX_BITS = 65536
==> commit_impl_results.txt <==
Store results of the implementation flow

- CTS HTree Levels: 6
* Synthesized instance count: between 10,000 and 15,000
- After detailed placement, the total cell area comes to 323,000 um^2.
- The run finished with clean final reports.
- TritonCTS built the clock tree.
* Leak pwr: 108 nW
* CTS Buf Count: 816
- Adder share: 0%
* Die Width: 788 um
- The worst-case reg-to-reg setup slack stands at 103.42 ns.
- Summed over all failing endpoints, the final setup total negative slack is 0 ns.
- Largest net degree at the start of global routing: approximately 110
* Most repeated cell in the gate-level netlist after synthesis: sky130_fd_sc_hd__edfxtp_1
- STA puts the critical path data required time at around 110 ns.
- Number of hold violations in the final report: 0
- Once the floorplan was initialized, standard cells occupied around half of the core.
- Checking max transition, the worst relative margin is between 30% and 40%.
- Dividing the synthesized area by the synthesized cell count gives 21.4 um^2.
- Total buffers and inverters traversed by the critical path: 7
* Dominant non-sequential cell family after synthesis: multiplexers
* Final Critical Period: 25.46 ns
- The pre-antenna-repair detailed-routing pass consisted of 5 iterations.
* Total power after layout: 6.75 mW
* Post-synth regs: 8,320
- Among all flip-flop cells after synthesis, the most frequent one is sky130_fd_sc_hd__edfxtp_1.
* Summed instance area of the synthesized netlist: about 310,000 um^2
- Yosys reports that the most numerous cell types are 8,192 x sky130_fd_sc_hd__edfxtp_1, 1,112 x sky130_fd_sc_hd__mux4_2, 1,008 x sky130_fd_sc_hd__a221oi_1.
* Fin. max-slew vios: 0
- The stage logs contain a warning count of 32.
- Yosys aoi share: 7.39%
* Synth async-reset ratio: 0%
- The share of synthesized area in the top cell type comes to 79.6%.
- In the Yosys stats the netlist draws on just under 60 distinct library cells.
- Most numerous cell on the critical path: sky130_fd_sc_hd__buf_4
- Of the available clock period, the critical path in the final layout requires 24.1%.
- Area enclosed by the die boundary: 621,000 um^2
- Sequential elements use 80.5% of the synthesized area.
- In this run, synthesis inferred 8,192 flip-flops with an integrated enable.
- Crit end category: flip-flop
- The flow reported a cell area power density of 19.3 nW/um^2.
- Per STA, the highest per-stage delay on the worst path measures 0.79 ns.
* Worst IR drop on VDD: 0.0000194 V
* Measured slew at the worst slew-check pin: 1.02 ns
- Post-synthesis mux area share: 9.96%
- For this run, the top clock speed supported by timing is 0.0393 GHz.
- The clock passes through at most 4 buffers.
- Post-Synth Simple-Gate Area: 0.643%
* Yosys stat area: around 310,000 um^2
- In this run the layout overhead on the synthesized area is reported as 13.0%.
* Final core utilization: between 50% and 60%
- Detailed-route via count: 158,000
- On the reported timing paths, the clock transition at the registers reads 0.06 ns.
* Crit-path cells: buf_16, buf_4, buf_4, and3b_4, nand2_1, nor2_4, buf_4, buf_4, buf_4, buf_4
- Input and output buffers added on the ports amount to 264.
* Number of global-route vias before repair: 171,000
- Core area: 615,000 um^2
- In this run, the synthesized area fraction spent on xor and xnor cells is recorded as 0%.
- Setup repair after global routing left no endpoint under its margin.
- # DRC: 0
- After legalization and detailed placement, the total HPWL measured 500,000 um.
- During I/O placement, the number of pins put on the boundary was between 200 and 300.
- The synth_stat.txt file lists the number of cells as 14,400.
- STA classifies the critical path startpoint as an input port.
- Vert. Die Dim: 788 um
* Max-capacitance violation count: 0
- After clock tree synthesis, the repair step resized 0 gates.
- Dividing the detail-routed via count by the number of cells gives ~6.5.
- The setup path with the least slack is of type in2reg.
* Worst clock skew: 0.0695 ns
- CP delay by family, top: buffers and inverters
- The end-of-flow timing check tallies setup violations at 0.
- Total routing usage reported by global routing: 32.9%
* Largest fanout of any net on the critical path: 55
- Number of DRC violations after detailed-routing iteration 0: 11,500
* Post-Layout Inst Area: approximately 350,000 um^2
- Clock Root Buffer: sky130_fd_sc_hd__clkbuf_16
- The first global-routing pass estimated 1,270,000 um of wire.
- The most critical hold endpoint after final layout shows a slack of 0.722 ns.
* Number of setup buffers added after CTS: 0
- The detail route stage leaves a number of antenna-violating nets equal to 0.
* Fraction of layout cells with a size suffix above 1: 20.1%
* Crit path max-delay cell type: sky130_fd_sc_hd__and3b_4
- Cell taking the most area after synthesis: sky130_fd_sc_hd__edfxtp_1
- Dividing the detail-routed wire length by the instance count gives between 30 and 40 um.
- Ranked by total cell area, the synthesized netlist is headed by sky130_fd_sc_hd__edfxtp_1 80%, sky130_fd_sc_hd__mux4_2 8.1%, sky130_fd_sc_hd__a221oi_1 2.9%, sky130_fd_sc_hd__a22oi_1 2.2%, sky130_fd_sc_hd__mux2i_1 1.7%.
* Post-Route WL: about 900,000 um
- Final GP Congestion: 0.878
- Number of antenna violations at the first check in global routing: 53
* Sinks on Clock Net: 8,320
* CTS hold repair buffers: 0
- During synthesis, Yosys emitted a total of 3 warnings.
- The floorplan has 288 rows.
- The skew report gives the latency at the later pin of the worst-skew pair as 1.18 ns.
* Total overflow reported by the global router: 0
- Worst EP arrival: 26.31 ns
- Type of the tightest min-delay check: reg2reg
[power breakdown]
part | internal (mW) | total (mW) | switching (mW)
clock | 1.57 | 2.81 | 1.23
sequential | 3.63 | 3.64 | 0.00738
combinational | 0.0981 | 0.298 | 0.200
[sequential cells by signal, indices dropped and copies added (netlist names)]
register	count
S011HD1P_X32Y2D128_INST_WRAPPED.Q	128
S011HD1P_X32Y2D128_INST_WRAPPED.ram	8192
[worst register-to-register path: cells and delay by family, from the launching register on]
kind,cells,cell delay (ns)
compound gates,3,0.98
mux,1,0.32
flops,1,0.35
simple gates,1,0.58
[per-stage QoR]
stage / worst slack (ns) / instances
after floorplan: 77.50 / 14400
after global placement: 79.01 / 22600
after detailed placement: 79.04 / 22600
after CTS: 80.34 / 24100
after global routing: 79.92 / 24100
final: 80.34 / 24200
[routing by layer]
metal  track usage, %  share of wire, %
met3             27.2                19
met4             10.2               4.2
met1             40.6                30
met5             2.80              0.26
met2             45.6                46
[logic make-up (layout without fill, tap and decap cells)]
| kind of cell | Yosys count | count (layout) |
|---|---|---|
| AOI/OAI and AO/OA | 2983 | 2983 |
| muxes | 1679 | 1679 |
| DFF | 8320 | 8320 |
| and+or+nand+nor | 451 | 451 |
| other | 0 | 32 |
| buffers and inverters | 1002 | 2565 |
[placed cells by master, fill, tap and decap left out, drive strengths merged, types with 8 or more instances in the layout]
cell / instances
a221oi: 1009
mux4: 1112
clkdlybuf4s50: 154
mux2: 35
clkinv: 349
o211ai: 243
dfxtp: 128
nand2b: 11
o21ai: 16
clkinvlp: 10
a31oi: 132
edfxtp: 8192
inv: 23
o22ai: 386
a311oi: 121
buf: 884
nand2: 49
diode: 32
mux2i: 532
bufinv: 45
a22oi: 894
o22a: 9
a21oi: 147
nor2: 318
nand4: 8
clkbuf: 1100
nand3b: 11
[layout make-up]
cell class / instances / area, um^2
antenna: 32 / 80.1
clock buffer: 1100 / 22000
clock inverter: 424 / 3940
fill: 43900 / 266000
inverter: 3 / 18.8
multi-input combinational: 5113 / 56200
sequential: 8320 / 249000
tap: 8120 / 10200
timing repair buffer: 1038 / 8180
[worst paths after layout]
kind,start,to,depth (start not counted)
max,addr[0],S011HD1P_X32Y2D128_INST_WRAPPED.ram[14][39],10
min,S011HD1P_X32Y2D128_INST_WRAPPED.ram[13][76],S011HD1P_X32Y2D128_INST_WRAPPED.Q[76],4
max reg2reg,S011HD1P_X32Y2D128_INST_WRAPPED.ram[13][0],S011HD1P_X32Y2D128_INST_WRAPPED.Q[0],5
min reg2reg,S011HD1P_X32Y2D128_INST_WRAPPED.ram[13][76],S011HD1P_X32Y2D128_INST_WRAPPED.Q[76],4
Power is estimated from default activity; no workload was simulated.
